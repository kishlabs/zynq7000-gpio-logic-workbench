$ cat design/flow/config.mk
export PLATFORM = sky130hd
export DESIGN_NAME = top
export DESIGN_NICKNAME = top
export VERILOG_FILES = /design/flow/design.v
export SDC_FILE = /design/flow/constraint.sdc
export NUM_CORES = 4
export LEC_CHECK = 1
export CORE_UTILIZATION = 30
$ cat design/flow/constraint.sdc
current_design top

set clk_period 3.6
set clk_io_pct 0.2

create_clock -name clk0 -period $clk_period [get_ports {clk}]

set non_clock_inputs [all_inputs -no_clocks]
set_input_delay [expr $clk_period * $clk_io_pct] -clock clk0 $non_clock_inputs
set_output_delay [expr $clk_period * $clk_io_pct] -clock clk0 [all_outputs]
$ cat design/flow/design.v
`timescale 1ns/1ps
module button_debounce (
    input  wire clk,         
    input  wire btn_raw,     
    output wire btn_pulse    
);
    reg btn_sync_0;
    reg btn_sync_1;
    always @(posedge clk) begin
        btn_sync_0 <= btn_raw;
        btn_sync_1 <= btn_sync_0;
    end
    localparam MAX_COUNT = 20'd1_000_000;   
    reg [19:0] count;
    reg        btn_db;
    always @(posedge clk) begin
        if (btn_sync_1) begin
            if (count < MAX_COUNT)
                count <= count + 1;
        end else begin
            count <= 0;
        end
        if (count == MAX_COUNT)
            btn_db <= 1'b1;
        else
            btn_db <= 1'b0;
    end
    reg btn_db_d;
    always @(posedge clk) begin
        btn_db_d <= btn_db;
    end
    assign btn_pulse = btn_db & ~btn_db_d;
endmodule
module top (
    input  wire        clk,         
    input  wire [4:0]  btn,         
    input  wire [7:0]  sw,          
    output wire [7:0]  led          
);
    reg [7:0] led_reg;
    assign led = led_reg;
    wire btn_reset_pulse;    
    wire btn_load_pulse;     
    wire btn_left_pulse;     
    wire btn_right_pulse;    
    wire btn_invert_pulse;   
    button_debounce u_btn_invert (
        .clk(clk),
        .btn_raw(btn[0]),
        .btn_pulse(btn_invert_pulse)
    );
    button_debounce u_btn_load (
        .clk(clk),
        .btn_raw(btn[1]),
        .btn_pulse(btn_load_pulse)
    );
    button_debounce u_btn_reset (
        .clk(clk),
        .btn_raw(btn[2]),
        .btn_pulse(btn_reset_pulse)
    );
    button_debounce u_btn_left (
        .clk(clk),
        .btn_raw(btn[3]),
        .btn_pulse(btn_left_pulse)
    );
    button_debounce u_btn_right (
        .clk(clk),
        .btn_raw(btn[4]),
        .btn_pulse(btn_right_pulse)
    );
    always @(posedge clk) begin
        if (btn_reset_pulse) begin
            led_reg <= 8'b00000000;
        end
        else if (btn_load_pulse) begin
            led_reg <= sw;
        end
        else if (btn_left_pulse) begin
            led_reg <= led_reg << 1;
        end
        else if (btn_right_pulse) begin
            led_reg <= led_reg >> 1;
        end
        else if (btn_invert_pulse) begin
            led_reg <= ~led_reg;
        end
    end
endmodule
$ cat design/flow/run.sh
#!/bin/bash
# OpenROAD 26Q1-2900-gdf79404cd8, Yosys 0.63+post, stock flow scripts
make -C /OpenROAD-flow-scripts/flow DESIGN_CONFIG=/design/flow/config.mk WORK_HOME=/design/flow/orfs finish
==> impl_table.tex <==
% Auto-generated results table
\begin{tabular}{lr}
\hline
Metric & Value \\
\hline
\multicolumn{2}{l}{\textbf{STA}} \\
Final-report setup violation count & 0 \\
Tcrit/Tclk final & 0.590 \\
Max-slew violation count & 0 \\
Tightest slew margin relative to the limit & 0.470 \\
Sum of negative setup slack & 0 ps \\
Transition time at the pin with the least slew margin & 796 ps \\
RSZ-0062 raised after global routing & false \\
Maximum achievable frequency & approximately 470 MHz \\
Count of endpoints failing hold in the final timing report & 0 \\
Min cycle time layout & roughly 2100 ps \\
Worst Hold Margin & 321 ps \\
Post-route clock skew & just over 8 ps \\
\multicolumn{2}{l}{\textbf{Critical path}} \\
Worst-path fanout max & 25 \\
Worst r2r dst & u\_btn\_invert.count[15] \\
Signal arrival time at the worst endpoint & 2460 ps \\
Worst-case register-to-register setup slack & 1470 ps \\
Worst setup path class & flop to flop \\
Crit-path cells & nor4\_1 -> a311oi\_2 -> buf\_4 -> or4\_1 -> a21oi\_1 \\
Crit path required time & 3940 ps \\
Capturing instance or port of the critical path & u\_btn\_invert.count[15] \\
CP max stage delay & 510 ps \\
Crit path max-delay cell type & sky130\_fd\_sc\_hd\_\_or4\_1 \\
Launching point of the worst reg2reg path & u\_btn\_invert.count[11] \\
Kind of end point of the critical path & flop \\
Origin of the worst setup path & u\_btn\_invert.count[11] \\
Logic depth of the worst register-to-register path & 5 \\
Critical Path Source Type & flop \\
\multicolumn{2}{l}{\textbf{Cells and area}} \\
Post-route standard cell area excluding fillers & $\sim$0.0073 mm² \\
Final core utilization & 0.362 \\
Area growth from synthesis to layout & 17.9\% \\
Fraction of layout instances using a drive strength above 1 & 0.0641 \\
\multicolumn{2}{l}{\textbf{Logic synthesis}} \\
YS chip area & a little over 0.006 mm² \\
Dominant register cell & sky130\_fd\_sc\_hd\_\_dfxtp\_1 \\
EDFF count, synth & 0 \\
Warning count from the yosys run & 2 \\
Average cell area after synthesis & 8.53 µm² \\
Post-synthesis cell count from yosys & around 730 \\
Distinct cell type count of the synthesized netlist & 49 \\
Syn Inst Count & 728 \\
Synth Seq Share & 0.413 \\
Flops \& latches, synth & about 130 \\
Netlist area before placement & 0.00621 mm² \\
Post-synthesis async set-or-reset flop share & 0 \\
\multicolumn{2}{l}{\textbf{GRT}} \\
Wire length of the first global-routing pass & 23900 µm \\
Pin count of the biggest net entering global routing & 26 \\
Total gr overflow & 0 \\
Number of global-route vias before repair & 4887 \\
Total routing usage reported by global routing & 0.136 \\
Initial antenna violation count & 0 \\
\multicolumn{2}{l}{\textbf{Floorplanning}} \\
Total core area & 0.0202 mm² \\
Number of cell rows & 52 \\
Starting density of the core & 0.307 \\
Floorplan die width & 146 µm \\
Overall die area & 0.0213 mm² \\
Die Span Y & approximately 150 µm \\
Ports placed on the boundary & 22 \\
\multicolumn{2}{l}{\textbf{Placed design}} \\
Area post-placement & about 0.0067 mm² \\
Final estimated routing congestion in global placement & around 0.84 \\
Placed wire-length estimate & 9000 µm \\
IO Port Bufs & 21 \\
\multicolumn{2}{l}{\textbf{Min path}} \\
Hold Path Class & flop to flop \\
Cell depth of the worst min-delay path & 0 \\
\multicolumn{2}{l}{\textbf{Job}} \\
Max-cap check violation count & 0 \\
Total number of warnings across the stage logs & 30 \\
\multicolumn{2}{l}{\textbf{Drt}} \\
Total wirelength of the detailed-routed design & 13700 µm \\
Number of optimization iterations in the first detailed-route pass & 7 \\
Initial drt markers & $\sim$310 \\
Drc violations & 0 \\
N\_diodes & 0 \\
Detailed-route via count & about 5400 \\
Via density per instance & 5.31 \\
Residual antenna-violating net count after detailed routing & 0 \\
Average detailed-routed wire length per instance & 13.4 µm \\
\multicolumn{2}{l}{\textbf{Pwr}} \\
Power consumption & 3.40 mW \\
Power per cell area & 465 mW/mm² \\
Worst voltage drop across the vdd grid & 293 µV \\
Leakage power & 2.34 nW \\
\multicolumn{2}{l}{\textbf{Run status}} \\
Outcome & finished clean \\
\multicolumn{2}{l}{\textbf{Clocking}} \\
Maximum level of the CTS H-tree & 4 \\
Clock net sink count & 128 \\
CTS Hold Bufs & 0 \\
Clock latency at the later pin of the worst-skew pair & 410 ps \\
CTS tree & yes \\
Clk slew on worst S/H paths & 60 ps \\
Cts bufs inserted & 17 \\
Number of buffers on the longest clock path & 2 \\
Root buffer cell & sky130\_fd\_sc\_hd\_\_clkbuf\_16 \\
Post-CTS resize count & 0 \\
Setup Buffers After CTS & 0 \\
\hline
\end{tabular}
-- cell families after synthesis --
kind of cell / Yosys count / share of synthesized area
compound gates: 190 / 0.197
mux: 15 / 0.0242
buf+inv: 64 / 0.0413
xor+xnor: 5 / 0.00705
flops: 128 / 0.413
fa+ha+maj: 10 / 0.0202
simple gates: 316 / 0.297
-- layout by cell type (no fill, tap or decap), types with 13 or more instances in the layout --
master	netlist	layout
sky130_fd_sc_hd__dfxtp_1	128	128
sky130_fd_sc_hd__a21oi_1	69	69
sky130_fd_sc_hd__nand2_1	61	61
sky130_fd_sc_hd__o31ai_1	48	48
sky130_fd_sc_hd__or4_1	43	43
sky130_fd_sc_hd__nand3_1	37	37
sky130_fd_sc_hd__o21ai_0	34	34
sky130_fd_sc_hd__nor2_1	29	29
sky130_fd_sc_hd__or3_1	28	28
sky130_fd_sc_hd__nand4_1	27	27
sky130_fd_sc_hd__inv_1	23	23
sky130_fd_sc_hd__nand2b_1	22	22
sky130_fd_sc_hd__clkdlybuf4s50_1	0	21
sky130_fd_sc_hd__clkbuf_16	0	17
sky130_fd_sc_hd__mux2i_1	15	15
sky130_fd_sc_hd__nor4_1	14	14
sky130_fd_sc_hd__and4_1	13	13
-- worst min path at each step --
stage | start | end | slack, ps
CTS | u_btn_load.btn_sync_0 | u_btn_load.btn_sync_1 | 320
global route | u_btn_load.btn_sync_0 | u_btn_load.btn_sync_1 | 330
finish | u_btn_load.btn_sync_0 | u_btn_load.btn_sync_1 | 320
-- report_power, final --
group | leakage (nW) | internal, mW | total [mW] | switching (mW)
logic | 0.994 | 0.0432 | 0.0921 | 0.0490
registers | 1.04 | 1.44 | 1.47 | 0.0275
clock network | 0.309 | 1.23 | 1.85 | 0.614
-- routing by layer --
layer  vias to the layer above  share of wire  global-route usage
met4                         0         0.0082              0.0137
met1                      2530           0.51               0.209
met2                        59           0.45               0.207
li1                       2818              -                   -
met3                         8          0.033              0.0278
met5                         -              0                   0
-- per-stage QoR --
| step | cells | worst slack (ps) |
|---|---|---|
| 5_1_grt | 1019 | 1230 |
| 3_3_place_gp | 987 | 1550 |
| 4_1_cts | 1019 | 1460 |
| 3_5_place_dp | 987 | 1500 |
| 6_report | 1019 | 1470 |
| 2_1_floorplan | 728 | 1850 |
-- final cells by class --
cell class	instances	area, µm²
Fill cell	2005	12900
Multi-Input combinational cell	536	3420
Sequential cell	128	2560
Clock buffer	23	488
Tap cell	270	338
Timing Repair Buffer	29	270
Clock inverter	9	154
Inverter	24	90.1
-- worst max-delay path: cells and delay by family (launching register included) --
kind	cells	cell delay [ps]
AOI/OAI and AO/OA	2	450
buffers and inverters	1	290
DFF	1	350
and+or+nand+nor	2	960
-- synth_stat cells, types with 4 or more instances --
cell type / n / area (µm²)
sky130_fd_sc_hd__a311oi_2: 4 / 60.1
sky130_fd_sc_hd__a31oi_1: 5 / 31.3
sky130_fd_sc_hd__clkbuf_1: 24 / 90.1
sky130_fd_sc_hd__a311o_1: 5 / 50.1
sky130_fd_sc_hd__dfxtp_1: 128 / 2560
sky130_fd_sc_hd__o21a_1: 6 / 45.0
sky130_fd_sc_hd__o31ai_1: 48 / 360
sky130_fd_sc_hd__or3_1: 28 / 175
sky130_fd_sc_hd__nand3_1: 37 / 185
sky130_fd_sc_hd__nand4b_1: 5 / 43.8
sky130_fd_sc_hd__o21ai_0: 34 / 170
sky130_fd_sc_hd__nor3_1: 7 / 35.0
sky130_fd_sc_hd__ha_1: 10 / 125
sky130_fd_sc_hd__and4_1: 13 / 114
sky130_fd_sc_hd__nand4_1: 27 / 169
sky130_fd_sc_hd__or4_1: 43 / 323
sky130_fd_sc_hd__and2_1: 5 / 31.3
sky130_fd_sc_hd__nor2_1: 29 / 109
sky130_fd_sc_hd__nand2b_1: 22 / 138
sky130_fd_sc_hd__mux2i_1: 15 / 150
sky130_fd_sc_hd__inv_1: 23 / 86.3
sky130_fd_sc_hd__nand2_1: 61 / 229
sky130_fd_sc_hd__nor4_1: 14 / 87.6
sky130_fd_sc_hd__nor4b_1: 6 / 52.6
sky130_fd_sc_hd__xnor2_1: 5 / 43.8
sky130_fd_sc_hd__a21oi_1: 69 / 345
sky130_fd_sc_hd__and3_1: 6 / 37.5
sky130_fd_sc_hd__buf_2: 13 / 65.1
No activity file was given, so power comes from the tool's default toggle rates.
